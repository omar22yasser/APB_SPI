File: design/flow/design.v
module AMBA_APB (
    input wire PCLK,PRESETn,
    input wire PSEL,PENABLE,PWRITE,
    input wire [7:0] PADDR,PWDATA,
    output reg [15:0] PRDATA,  
    output reg PREADY,PSLVERR,
    input        SPI_CTRL_reg,
    input  [1:0] SPI_STATUS_reg,
    input  [9:0] SPI_RXDATA_reg,
    output [7:0] SPI_TXDATA_reg
);
wire SPI_CTRL;
wire [1:0] SPI_STATUS;
wire [9:0] SPI_RXDATA;
reg [7:0] SPI_TXDATA;
reg [7:0] PADDR_latched;
assign SPI_CTRL = SPI_CTRL_reg;
assign SPI_STATUS = SPI_STATUS_reg;
assign SPI_RXDATA = SPI_RXDATA_reg;
assign SPI_TXDATA_reg = SPI_TXDATA; 
parameter IDLE   = 2'b00,
          SETUP  = 2'b01,
          ACCESS = 2'b10;
reg [1:0] current_state, next_state;
always@(posedge PCLK)
begin
    if(!PRESETn)
    current_state <= IDLE;
    else 
    current_state <= next_state;
end
always @(*)
begin
 case(current_state)
    IDLE:begin
        if(PSEL && !PENABLE)
        next_state = SETUP;
        else
        next_state = IDLE;
    end
    SETUP:begin
        if(!PSEL)
        next_state = IDLE;
        else 
        next_state = ACCESS;  
    end
    ACCESS: begin
        if(!PSEL)
        next_state = IDLE;
        else if (PSEL && !PENABLE)
        next_state = SETUP;
        else
        next_state = ACCESS;
    end
 endcase
end 
always @(posedge PCLK)
begin
    if(!PRESETn) begin
    PADDR_latched <= 8'b0;
    SPI_TXDATA <= 8'b0;
    end
    else if(current_state == SETUP)
    PADDR_latched <= PADDR;
    else if (current_state == ACCESS && PWRITE) begin
        case (PADDR_latched)
            8'h0C: SPI_TXDATA <= PWDATA;  
        endcase
    end
    else if (current_state == ACCESS && !PWRITE) begin
        case(PADDR_latched)
                8'h00: PRDATA = {15'b0,SPI_CTRL};    
                8'h04: PRDATA = {14'b0,SPI_STATUS};  
                8'h08: PRDATA = {6'b0,SPI_RXDATA};  
                default: PRDATA = 16'h00;
        endcase
    end
end
always @(*)
begin
 PRDATA = 16'h00;
 case(current_state)
    IDLE: begin
        PREADY = 1'b0;
        PSLVERR = 1'b0;
    end
    SETUP: begin
        PREADY = 1'b0;
        PSLVERR = 1'b0;
    end
    ACCESS: begin
        PREADY = 1'b1;
        PSLVERR = 1'b0;     
    end
 endcase
end 
endmodule
module AMBA_SPI_Wrapper (
    input wire PCLK,PRESETn,
    input wire PSEL,PENABLE,PWRITE,
    input wire [7:0] PADDR,PWDATA,
    input wire APB_MODE,
    input wire SS_n, MOSI,
    output wire [15:0] PRDATA, 
    output wire PREADY,PSLVERR,
    output wire MISO
);
reg [9:0] RX_DATA_reg;
wire rx_valid_out,tx_valid_out;
wire [9:0] RX_DATA;
wire [7:0] TX_DATA;
always @(posedge rx_valid_out) begin
  RX_DATA_reg = RX_DATA;
end
SPI_Wrapper  SPI_Wrapper_inst (
    .clk(PCLK),
    .rst_n(PRESETn),
    .SS_n(SS_n),
    .MOSI(MOSI),
    .MISO(MISO),
    .TX_DATA(TX_DATA),
    .APB_MODE(APB_MODE),
    .RX_DATA(RX_DATA),
    .rx_valid_out(rx_valid_out),
    .tx_valid_out(tx_valid_out)
  );
AMBA_APB  AMBA_APB_inst (
    .PCLK(PCLK),
    .PRESETn(PRESETn),
    .PSEL(PSEL),
    .PENABLE(PENABLE),
    .PWRITE(PWRITE),
    .PADDR(PADDR),
    .PWDATA(PWDATA),
    .PRDATA(PRDATA),
    .PREADY(PREADY),
    .PSLVERR(PSLVERR),
    .SPI_CTRL_reg(),               
    .SPI_STATUS_reg({rx_valid_out, tx_valid_out}),
    .SPI_RXDATA_reg(RX_DATA_reg),
    .SPI_TXDATA_reg(TX_DATA)
  );
endmodule
`default_nettype none
module RAM 
#(
parameter MEM_DEPTH = 256,
parameter ADDR_SIZE = 8
)
(
input wire clk, rst_n, rx_valid,
input wire [9:0] din,
output reg [7:0] dout,
output reg tx_valid
);
localparam wr_addr = 2'b00, wr_data = 2'b01, rd_addr = 2'b10, rd_data = 2'b11;
reg [ADDR_SIZE-1:0] memory [MEM_DEPTH-1:0];
reg [ADDR_SIZE-1:0] addr;
always@(posedge clk or negedge rst_n)
  begin
    if(~rst_n) begin
      dout <= 'b0;
      tx_valid <= 'b0;
      addr <= 'b0;
    end
    else if(rx_valid) begin  
      tx_valid <= 1'b0;
      case(din[9:8])
        wr_addr, rd_addr: begin
        tx_valid <= 1'b0;
        addr <= din[7:0];  
        end
        wr_data: begin
        tx_valid <= 1'b0;
        memory[addr] <= din[7:0];
        end
        rd_data: begin
        dout <= memory[addr];  
        tx_valid <= 1'b1;
        end
      endcase
      end 
  end
endmodule
`default_nettype none
module SPI_Slave (
    input  wire          tx_valid,SS_n,MOSI,clk,rst_n,
    input  wire    [7:0] tx_data, 
    output reg           MISO,rx_valid,
    output wire    [9:0] rx_data
);
localparam IDLE=3'd0,CHK_CMD=3'd1,WRITE=3'd2,
           READ_ADD=3'd3,READ_DATA=3'd4;
reg  [2:0] current_state , next_state ;
reg  [3:0] counter_10;
reg  [3:0] counter_8;
wire       tick_10 ;
wire       tick_8 ;
reg        start_10,start_8;
reg        address_signal_reg;
reg        address_signal;
reg        address_signal_reg_en;
reg  [9:0] recieved_data;
assign   tick_10 = ( counter_10 == 4'd10);  
assign   tick_8 = ( counter_8 == 4'd8);
assign   rx_data = recieved_data;
always @(posedge clk or negedge rst_n )
begin
    if ( !rst_n )
    recieved_data  <= 10'b0;
    else if (SS_n)
    recieved_data  <= 10'b0;
    else 
	recieved_data <= {recieved_data[8:0] , MOSI };
end
always @(posedge clk or negedge rst_n )
begin
    if ( !rst_n )
    address_signal_reg  <= 1'b0;
    else if (address_signal_reg_en)
	address_signal_reg <= address_signal;
end
always @(posedge clk or negedge rst_n )
begin
    if ( !rst_n )
    counter_10 <= 4'b0;
    else if(counter_10 != 4'd10 && start_10) 
        counter_10 <= counter_10 + 4'd1 ;
    else 
	counter_10 <= 4'd0;
end
always @(posedge clk or negedge rst_n )
begin
    if ( !rst_n )
    counter_8 <= 4'b0;
    else if(counter_8 != 4'd8 && start_8) 
        counter_8 <= counter_8 + 4'd1 ;
    else 
	counter_8 <= 4'd0;
end
always @( posedge clk or negedge rst_n)
begin
    if ( !rst_n )
    current_state <= IDLE;
    else begin
    current_state <= next_state;
    end
end
always @(*)
begin
    case (current_state)
    IDLE : begin
        if(!SS_n)
        next_state = CHK_CMD;
        else
        next_state = IDLE;
    end
    CHK_CMD : begin
        if(SS_n == 0 && MOSI == 0)
        next_state = WRITE;
        else if(MOSI && !address_signal_reg)
         next_state =READ_ADD; 
        else if(MOSI && address_signal_reg) 
         next_state =READ_DATA; 
        else
        next_state = CHK_CMD;
    end
    WRITE : begin
        if(SS_n == 1)
        next_state = IDLE;
        else if (tick_10 )
        next_state = IDLE;
        else 
        next_state = WRITE;
            end
    READ_ADD : begin
        if(SS_n)
        next_state = IDLE;
        else if (!SS_n && ~ tick_10) begin
         next_state = READ_ADD;   
        end
        else if (!SS_n && tick_10) begin
         next_state = IDLE;   
        end
    end
    READ_DATA : begin
        if(SS_n)
        next_state = IDLE;
        else if ( ~ tick_8) begin
         next_state = READ_DATA;   
        end
        else if (tick_8) begin
         next_state = IDLE;   
        end
    end
    default : begin
       next_state =IDLE; 
    end
    endcase
end
always @(*)
begin
    MISO = 1'b0;
    rx_valid =1'b0;
    start_10 = 1'b0;
    start_8 = 1'b0;
    address_signal =1'b0;
    address_signal_reg_en=1'b0;
    case (current_state)
    IDLE : begin
    end
    CHK_CMD : begin
    end
    WRITE : begin
        if (~ tick_10) begin
        rx_valid = 1'b0; 
        start_10 = 1'b1; 
        end
        else begin
        rx_valid = 1'b1;
        start_10 = 1'b0;   
        end
    end
    READ_ADD : begin
        if (~ tick_10) begin
        rx_valid = 1'b0; 
        start_10 = 1'b1;
        address_signal =1'b0;
        address_signal_reg_en=1'b0;  
        end
        else begin
        rx_valid = 1'b1;
        start_10 = 1'b0;
        address_signal =1'b1;
        address_signal_reg_en=1'b1;    
        end
    end
    READ_DATA : begin           
        if (~ tick_10 && ~tx_valid) begin
        rx_valid = 1'b0; 
        start_10 = 1'b1;
        address_signal_reg_en=1'b0;  
        end
        else if (tick_10 && ~tx_valid) begin
        rx_valid = 1'b1;
        start_10 = 1'b0;
        start_8 = 1'b0;
        address_signal_reg_en=1'b0;    
        end
        else if (tx_valid && ~tick_8) begin
        rx_valid = 1'b0;
        start_10 = 1'b0;
        start_8 = 1'b1;
        MISO = tx_data [7-counter_8];
        address_signal_reg_en=1'b0;    
        end
        else if ( tx_valid && tick_8) begin
        rx_valid = 1'b0;
        start_10 = 1'b0;
        start_8 = 1'b0;
        address_signal_reg_en=1'b1;    
        end
    end
    default : begin
    MISO = 1'b0;
    rx_valid =1'b0;
    start_10 = 1'b0;
    start_8 = 1'b0;
    address_signal =1'b0;
    address_signal_reg_en=1'b0;
    end
    endcase
end
endmodule
`default_nettype none
module SPI_Wrapper (
  input wire clk, rst_n, SS_n, MOSI,
  output wire MISO,
  input wire [7:0] TX_DATA,
  input wire APB_MODE,
  output wire [9:0] RX_DATA, 
  output wire rx_valid_out,tx_valid_out
);
wire [7:0] Ram_dout;
wire [9:0] Ram_din;
wire  rx_valid, tx_valid;
wire [7:0] tx_data_spi;  
assign rx_valid_out = rx_valid;
assign tx_valid_out = tx_valid;
assign RX_DATA = Ram_din;
assign tx_data_spi = APB_MODE ? TX_DATA : Ram_dout;
RAM #(.ADDR_SIZE(8), .MEM_DEPTH(256)) ram_inst(
.clk(clk), 
.rst_n(rst_n), 
.rx_valid(rx_valid),  
.din(Ram_din),
.dout(Ram_dout),
.tx_valid(tx_valid)
);
SPI_Slave U0_SS(
.clk(clk), 
.rst_n(rst_n), 
.MOSI(MOSI),
.MISO(MISO),
.SS_n(SS_n),
.rx_data(Ram_din),
.rx_valid(rx_valid), 
.tx_data(tx_data_spi),
.tx_valid(tx_valid)
);
endmodule
File: design/flow/run.sh
#!/bin/bash
# OpenROAD 26Q1-2900-gdf79404cd8, Yosys 0.63+post, stock flow scripts
make -C /OpenROAD-flow-scripts/flow DESIGN_CONFIG=/design/flow/config.mk WORK_HOME=/design/flow/orfs finish
File: design/flow/config.mk
export PLATFORM = sky130hd
export DESIGN_NAME = AMBA_SPI_Wrapper
export DESIGN_NICKNAME = AMBA_SPI_Wrapper
export VERILOG_FILES = /design/flow/design.v
export SDC_FILE = /design/flow/constraint.sdc
export NUM_CORES = 4
export LEC_CHECK = 1
export CORE_UTILIZATION = 30
File: design/flow/constraint.sdc
current_design AMBA_SPI_Wrapper

set clk_period 11.5
set clk_io_pct 0.2

create_clock -name clk0 -period $clk_period [get_ports {PCLK}]

set non_clock_inputs [all_inputs -no_clocks]
set_input_delay [expr $clk_period * $clk_io_pct] -clock clk0 $non_clock_inputs
set_output_delay [expr $clk_period * $clk_io_pct] -clock clk0 [all_outputs]
==> flow_summary_export.csv <==
group,metric,value,unit
setup_path,worstSetupStartpointType,"primary input",
hold_path,worstHoldStart,"SPI_Wrapper_inst.U0_SS.counter_10[0]$_DFF_PN0_",
setup_path,cp_data_required_time,9.20,ns
timing,worst_pin_slew,1.50,ns
synth,edf_count,2048,
flow_run,maxCapViolCount,1,
cts,htreeDepth,4,
hold_path,hp-class,"reg2reg",
layout,synthToLayoutAreaGrowth,17.9,%
cts,clockBufferDepth,3,
setup_path,reg2reg_from,"SPI_Wrapper_inst.ram_inst.addr[6]$_DFFE_PN0P_",
run_status,outcome,"complete, but fails checks",
detailed_routing,vias,52934,
floorplanning,dieHeight,516,µm
placement,dp_hpwl,256000,µm
cts,path_clk_slew,0.06,ns
layout,drive_gt1_share,16.0,%
power_and_ir_drop,ir_drop,0.121,mV
floorplanning,fp_util,30.2,%
synth,avgSynthCellArea,16.9,µm²
detailed_routing,avgViaCountPerCell,6.04,
timing,rsz0062_at_grt,"no",
setup_path,cp.arrival,4.48,ns
detailed_routing,met2_length,148000,µm
synth,synth_area,79100,µm²
synth,ys_ff,2111,
timing,slew_violations,9,
setup_path,cp-endpoint,"MISO",
floorplanning,ios,43,
power_and_ir_drop,power.density,166,nW/µm²
power_and_ir_drop,p_leak,25.4,nW
cts,worstSkewPairLatency,0.91,ns
synth,syn_inst,4669,
flow_run,log.warning_count,36,
layout,nFillCells,24171,
cts,cts_root_buffer,"clkbuf_16",
synth,yosysWarningCount,5,
cts,cts_buffers,211,
synth,async_reset_ff_share,1.85,%
layout,logic_area,15100,µm²
detailed_routing,highest_layer,"met5",
power_and_ir_drop,total_power,0.0155,W
placement,placed_area,86000,µm²
layout,stdcell_count,8770,
timing,max-slew-margin-rel,-0.516,%
cts,cts_resized,0,
setup_path,endpoint_kind,"primary output",
timing,fmax,147,MHz
synth,ys_cells,4669,
cts,cts_tree,"done",
layout,final_cell_mix,"2,048 x edfxtp_1, 655 x a22oi_1, 413 x buf_4",
layout,layout_top_cell,"edfxtp_1",
global_route,overflow,0,
detailed_routing,drc,0,
layout,regMostFlops,"SPI_Wrapper_inst.ram_inst.memory",
detailed_routing,first_pass_iters,8,
timing,setup_tns,0,ns
synth,yosys-stat-area,79100,µm²
setup_path,rr_worst_depth,10,
layout,largest_register_ffs,2048,
global_route,antenna_found_initial,36,
layout,flop_area,63000,µm²
placement,routabilityCongestion,1.19,
layout,fin_util,35.6,%
timing,fin_crit_sh,59.0,%
detailed_routing,wl_met3,82700,µm
synth,ff_type,"edfxtp_1",
detailed_routing,routedLengthMet1,101000,µm
setup_path,r2r_slack,5.71,ns
placement,io_buffers,25,
detailed_routing,drtIter0Drc,5429,
layout,finalInstanceArea,93300,µm²
floorplanning,row_count,188,
cts,post_cts.repair.setup_buffers,0,
synth,yosys.cell_types.count,67,
timing,unclocked_regs,6,
timing,min_period,6.78,ns
detailed_routing,drt_wl_total,371000,µm
detailed_routing,postRouteAntennaNets,0,
floorplanning,chip_area,266000,µm²
detailed_routing,wl_per_cell,42.3,µm
cts,cts_hold_buffers,0,
floorplanning,coreArea,262000,µm²
global_route,grt_pass1_wl,484000,µm
timing,skew,0.0463,ns
global_route,grt_usage,29.7,%
setup_path,reg2reg_to,"SPI_Wrapper_inst.ram_inst.dout[2]$_DFFE_PN0P_",
timing,untimed_endpoints,7,
setup_path,crit_path_start,"APB_MODE",
timing,hold_viol,0,
setup_path,path_class,"in2out",
run_status,violations,"max-capacitance violations, max-slew violations",
placement,dp.cells,8330,
setup_path,critPathMaxFanout,4,
global_route,grt_max_degree,107,
timing,setup_violations,0,
layout,largest_registers,"SPI_Wrapper_inst.ram_inst.memory (2048), SPI_Wrapper_inst.U0_SS.recieved_data (10)",
floorplanning,fp.dieW,516,µm
global_route,grt_pass1_vias,53504,
hold_path,hold_depth,1,
## stage by stage
stage / hold WS, ns / setup WS [ns]
3_5_place_dp: 0.494 / 4.68
2_1_floorplan: 0.452 / 6.25
5_1_grt: 0.544 / 4.61
6_report: 0.504 / 4.72
4_1_cts: 0.502 / 4.67
3_3_place_gp: 0.470 / 4.43
## power by group
part / switching, W / leakage, nW / internal (W) / total (W)
Sequential: 0.00000949 / 16.1 / 0.00833 / 0.00834
Combinational: 0.0000551 / 5.83 / 0.0000137 / 0.0000688
Clock: 0.00306 / 3.46 / 0.00400 / 0.00707
Total: 0.00313 / 25.4 / 0.0123 / 0.0155
## worst max-delay path: stages
cell and delay [ns]:
clkdlybuf4s50_1 0.58, mux4_2 0.24, and2_1 0.14, a211oi_1 0.05
a2111oi_0 0.57, clkdlybuf4s50_1 0.60
## layout make-up
class                      count  area share [%]
multi-input combinational   2248            16.2
antenna                       45           0.121
clock buffer                 245            5.84
tap                         3515            4.72
sequential                  2111            67.5
clock inverter               150            1.79
timing repair buffer         448            3.80
inverter                       8          0.0322
## layer usage
layer | up-vias | GRT usage [%]
met5 | - | 16.8
li1 | 20208 | -
met3 | 1274 | 30.0
met2 | 5487 | 38.1
met4 | 109 | 19.9
met1 | 25856 | 26.6
## cells by family (layout without fill, tap and decap cells)
logic type	Yosys count	after routing	share of synthesized area, %
compound gates	1293	1293	12.2
simple gates	894	894	5.77
other cells	1	65	0.00474
mux	30	30	0.455
latches	6	6	0.114
xor+xnor	4	4	0.0443
fa+ha+maj	7	7	0.111
buf+inv	329	851	1.91
flops	2105	2105	79.4
## synthesized netlist by cell type (all sizes together), types with 52 or more instances
cell type | instances | area (µm²)
nor4 | 64 | 400
edfxtp | 2048 | 61500
nand2 | 112 | 420
buf | 190 | 986
nor2 | 353 | 1330
clkbuf | 131 | 492
nand4 | 74 | 463
nor3 | 109 | 546
a22oi | 656 | 4930
a22o | 103 | 902
a21oi | 115 | 576
o22ai | 151 | 945
a221oi | 52 | 455
a32oi | 111 | 972
## worst min path at each step
| stage | to | slack [ns] |
|---|---|---|
| CTS | SPI_Wrapper_inst.U0_SS.counter_10[0]$_DFF_PN0_ | 0.50 |
| global route | AMBA_APB_inst.PADDR_latched[3]$_SDFFE_PN0N_ | 0.54 |
| finish | SPI_Wrapper_inst.U0_SS.counter_10[0]$_DFF_PN0_ | 0.50 |
No activity file was given, so power comes from the tool's default toggle rates.
